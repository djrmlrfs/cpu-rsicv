--- config.mk ---
export PLATFORM = sky130hd
export DESIGN_NAME = PC_reg
export DESIGN_NICKNAME = PC_reg
export VERILOG_FILES = /design/flow/design.v
export SDC_FILE = /design/flow/constraint.sdc
export NUM_CORES = 4
export LEC_CHECK = 1
export CORE_UTILIZATION = 30
--- constraint.sdc ---
current_design PC_reg

set clk_period 5.3
set clk_io_pct 0.2

create_clock -name clk0 -period $clk_period [get_ports {clk}]

set non_clock_inputs [all_inputs -no_clocks]
set_input_delay [expr $clk_period * $clk_io_pct] -clock clk0 $non_clock_inputs
set_output_delay [expr $clk_period * $clk_io_pct] -clock clk0 [all_outputs]
--- design.v ---
module PC_reg (
    input wire 					clk,
    input wire					rst,
    output reg [31: 0]	pc,
    output reg 					ce,
	input wire[5:0]				stall,
	input wire					ex_b_flag_i,
	input wire[31: 0]	ex_b_target_addr_i,
	input wire					id_b_flag_i,
	input wire[31: 0]	id_b_target_addr_i
);
initial
begin
	pc	<=	32'h00000000;
end
always @(posedge clk) begin
	if (rst) 	begin
		ce <= 1'b0; 
	end else begin
		ce <= 1'b1; 
	end
end
always @(posedge clk) begin
	if (ce == 1'b0)
		pc <= 32'h00000000;
	else if (!stall[0]) begin
		if (ex_b_flag_i)
			pc	<=	ex_b_target_addr_i;
		else if (id_b_flag_i)
			pc	<=	id_b_target_addr_i;
		else 
			pc <= pc + 32'h4;
	end
end
endmodule
--- run.sh ---
#!/bin/bash
# OpenROAD 26Q1-2900-gdf79404cd8, Yosys 0.63+post, stock flow scripts
make -C /OpenROAD-flow-scripts/flow DESIGN_CONFIG=/design/flow/config.mk WORK_HOME=/design/flow/orfs finish
==> impl_metrics.env <==
# flow metrics
export IMPL_place_worst_setup_slack_ns=1.881
export IMPL_cts_sinks=33
export IMPL_wl_mm=9.043
export IMPL_core_area_sq_um=8175
export IMPL_timing_final_crit_share=0.5931
export IMPL_wl_per_cell_um=17.09
export IMPL_vias_per_cell=5.877
export IMPL_worstHoldStart="pc[12]"
export IMPL_finalHoldViolCount=0
export IMPL_dp_hpwl_mm=6.270
export IMPL_worstSetupEndpointType="register"
export IMPL_ctsResizeCount=0
export IMPL_grt_util_all_layers=0.2067
export IMPL_fin_area_sq_um=3664
export IMPL_final_min_clock_period_ns=3.143
export IMPL_cts_buffers=5
export IMPL_ys_chip_area_sq_um=2530
export IMPL_outcome="finished clean"
export IMPL_r2r_slack_ns=3.06
export IMPL_gp_congestion=0.8832
export IMPL_die_w_um=93.83
export IMPL_setup_tns_final_ns=0
export IMPL_antenna_found_initial=0
export IMPL_worst_slack_ns=2.157
export IMPL_num_fill_cells=799
export IMPL_drive_above_1_share=0.05896
export IMPL_maxCapViolCount=0
export IMPL_cts_setup_buffers=0
export IMPL_n_antenna_cell=0
export IMPL_critPathArrivalTime_ns=3.38
export IMPL_die_area_sq_um=8804
export IMPL_drc=0
export IMPL_layout_top_cell="clkdlybuf4s50_1"
export IMPL_yosysWarnings=1
export IMPL_clock_latency_ns=0.29
export IMPL_grt_max_degree=49
export IMPL_crit_type="in -> reg"
export IMPL_fin_skew_ns=0.005728
export IMPL_grt_pass1_vias=2768
export IMPL_setup_viol=0
export IMPL_synthCells=337
export IMPL_ir_drop_v=0.00009944
export IMPL_utilization=0.4481
export IMPL_max_freq_ghz=0.3181
export IMPL_postPlaceCellArea_sq_um=3583
export IMPL_path_clk_slew_ns=0.07
export IMPL_yosysUniqueCellTypes=62
export IMPL_first_pass_iters=5
export IMPL_rr_startpoint="pc[2]"
export IMPL_tightest_slew_ns=0.9110
export IMPL_drt_iter0_drc=200
export IMPL_ys_flops=33
export IMPL_die_h_um=93.83
export IMPL_edf_count=0
export IMPL_multiInputGateArea_sq_um=1698
export IMPL_final_cell_mix="clkdlybuf4s50_1 (101), dfxtp_1 (33), a21oi_1 (32), nand2_1 (26), o21ai_0 (21)"
export IMPL_cts_hold_buffers_added=0
export IMPL_hp_class="reg -> reg"
export IMPL_io_buffers=101
export IMPL_cts_buffer_depth=2
export IMPL_crit_required_ns=5.54
export IMPL_hold_path_cell_count=2
export IMPL_synth_area_sq_um=2530
export IMPL_drv_slew=0
export IMPL_grt_pass1_wl_mm=14.19
export IMPL_ys_cells=337
export IMPL_rsz0062_at_grt="false"
export IMPL_relSlewSlack=0.3914
export IMPL_ant_nets=0
export IMPL_vias=3109
export IMPL_p_leak_uw=0.001206
export IMPL_warnings=30
export IMPL_async_reset_ff_frac=0
export IMPL_syn_area_per_cell_sq_um=7.507
export IMPL_min_delay_worst_endpoint="pc[12]"
export IMPL_ctsRootBufferMaster="clkbuf_8"
export IMPL_p_per_area_nw_per_um2=179.1
export IMPL_htree_levels=2
export IMPL_ff_type="dfxtp_1"
export IMPL_cts_tree="done"
export IMPL_io_pins=107
export IMPL_fp_utilization=0.3095
export IMPL_r2r_cells=5
export IMPL_flop_area_sq_um=660.6
export IMPL_seq_area_frac_synth=0.2611
export IMPL_cp_max_fo=26
export IMPL_r2r_end="pc[24]"
export IMPL_syn2layout_area_growth_pct=44.81
export IMPL_hold_ws_ns=0.5114
export IMPL_start_kind="primary input"
export IMPL_fp_row_count=33
export IMPL_grt_overflow=0
-- synth_stat cells (3+ instances only) --
library cell   n  share of area
dfxtp_1       33           0.26
a21oi_1       32          0.063
nand2_1       26          0.039
clkbuf_1      21          0.031
o21ai_0       21          0.042
nand3_1       17          0.034
nor2_1        14          0.021
nor3_1        11          0.022
nor4_1        11          0.027
a31oi_1        9          0.022
and4_1         8          0.028
o211ai_1       8          0.024
nand4_1        7          0.017
o22ai_1        7          0.017
o311ai_0       7          0.024
a221o_1        6          0.024
a22oi_1        6          0.018
inv_1          6         0.0089
nand3b_1       6          0.018
a211oi_1       5          0.015
a22o_1         5          0.017
nor2b_1        5          0.012
and2_1         4         0.0099
buf_1          4         0.0059
or3_1          4         0.0099
buf_2          3         0.0059
mux2i_1        3          0.012
nand2b_1       3         0.0074
or2_2          3         0.0074
or4_1          3         0.0089
-- worst max-delay path by stage --
stage / start / to / slack, ns
6_report: id_b_flag_i / pc[13] / 2.16
5_1_grt: id_b_flag_i / pc[13] / 1.99
4_1_cts: id_b_flag_i / pc[13] / 2.18
-- kinds of logic after synthesis --
group                    synth area share
flip-flops                         0.2611
adder cells (fa/ha/maj)          0.004945
AND-OR/OR-AND                      0.3487
buffers and inverters             0.06775
multiplexers                      0.01187
AND/OR/NAND/NOR                    0.3056
-- layer usage --
| layer | up-vias | global-route usage | share of wire |
|---|---|---|---|
| met4 | 0 | 0.01667 | 0.012 |
| met5 | - | 0 | 0 |
| met1 | 1431 | 0.3088 | 0.47 |
| li1 | 1520 | - | - |
| met3 | 14 | 0.05514 | 0.084 |
| met2 | 144 | 0.3139 | 0.43 |
-- power breakdown --
part	switching (uW)	total [uW]	internal, uW
Sequential	26.8	291	264
Combinational	68.4	175	106
Clock	96.8	190	93.4
Total	192	656	464
-- layout make-up --
| cell class | count | area share |
|---|---|---|
| timing repair buffer | 108 | 0.2903 |
| clock buffer | 8 | 0.02186 |
| sequential | 33 | 0.1803 |
| inverter | 8 | 0.008197 |
| multi-input combinational | 267 | 0.4635 |
| tap | 105 | 0.03586 |
-- critical path: stages --
cell	delay [ns]
clkdlybuf4s50_1	0.45
buf_4	0.28
nor2b_1	0.77
buf_4	0.33
a22oi_1	0.12
a21oi_1	0.16
o221a_2	0.19
-- flip-flops by register name (all words and copies together) (netlist names) --
| register | count |
|---|---|
| pc | 32 |
| ce | 1 |
-- per-stage QoR --
step / std cells / total power (uW)
floorplan: 337 / 365.2
global placement: 521 / 469.5
detailed placement: 521 / 470.2
CTS: 529 / 660.1
global route: 529 / 689.2
finish: 529 / 656.1
Power figures rest on the tool's default switching activity, not on a simulated workload.
